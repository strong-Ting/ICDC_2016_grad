**flow/run.sh**
```bash
#!/bin/bash
# OpenROAD 26Q1-2900-gdf79404cd8, Yosys 0.63+post, stock flow scripts
make -C /OpenROAD-flow-scripts/flow DESIGN_CONFIG=/design/flow/config.mk WORK_HOME=/design/flow/orfs finish
```
**flow/config.mk**
```make
export PLATFORM = sky130hd
export DESIGN_NAME = LBP
export DESIGN_NICKNAME = LBP
export VERILOG_FILES = /design/flow/design.v
export SDC_FILE = /design/flow/constraint.sdc
export NUM_CORES = 4
export LEC_CHECK = 1
export CORE_UTILIZATION = 50
```
**flow/constraint.sdc**
```tcl
current_design LBP

set clk_period 4.1
set clk_io_pct 0.2

create_clock -name clk0 -period $clk_period [get_ports {clk}]

set non_clock_inputs [all_inputs -no_clocks]
set_input_delay [expr $clk_period * $clk_io_pct] -clock clk0 $non_clock_inputs
set_output_delay [expr $clk_period * $clk_io_pct] -clock clk0 [all_outputs]
```
**flow/design.v**
```verilog
`timescale 1ns/10ps
module LBP ( clk, reset, gray_addr, gray_req, gray_ready, gray_data, lbp_addr, lbp_valid, lbp_data, finish);
input   	clk;
input   	reset;
output  [13:0] 	gray_addr;
output         	gray_req;
input   	gray_ready;
input   [7:0] 	gray_data;
output  [13:0] 	lbp_addr;
output  	lbp_valid;
output  [7:0] 	lbp_data;
output  	finish;
reg [13:0] gray_addr;
reg gray_req;
reg [13:0] lbp_addr;
reg lbp_valid;
reg [7:0] lbp_data;
reg finish;
reg [2:0] current_state,next_state; 
reg [6:0] x,y;
wire [6:0] x_b,x_f,y_b,y_f;
reg [3:0] counter_G;
assign x_b = x - 7'd1;
assign x_f = x + 7'd1;
assign y_b = y - 7'd1;
assign y_f = y + 7'd1;
wire [13:0] g0_addr,g1_addr,g2_addr,g3_addr,g4_addr,g5_addr,g6_addr,g7_addr;
reg [13:0] gc_addr;
assign g0_addr = {y_b,x_b};
assign g1_addr = {y_b,x};
assign g2_addr = {y_b,x_f};
assign g3_addr = {y,x_b};
assign g4_addr = {y,x_f};
assign g5_addr = {y_f,x_b};
assign g6_addr = {y_f,x};
assign g7_addr = {y_f,x_f};
reg [7:0] gc_data;
wire [3:0] counter_G_cutOne;
assign counter_G_cutOne = counter_G - 4'd1;
parameter IDLE = 3'd0;
parameter READ_gc = 3'd1;
parameter READ_gp = 3'd2;
parameter RESULT = 3'd3;
parameter FINISH = 3'd4;
always@(posedge clk or posedge reset)
begin
    if(reset) current_state <= IDLE;
    else current_state <= next_state;
end
always@(*)
begin
    case(current_state)
    IDLE: 
    begin
        if(gray_ready == 1'd1) next_state = READ_gc;
        else next_state = IDLE;
    end
    READ_gc: next_state = READ_gp;
    READ_gp:
    begin
        if(counter_G == 4'd8) next_state = RESULT;
        else next_state = READ_gp;
    end
    RESULT: 
    begin
        if(gc_addr == 14'd16254) next_state = FINISH;  
        else next_state = READ_gc;
    end
    FINISH: next_state = FINISH;
    default: next_state = IDLE;
    endcase
end
always@(posedge clk or posedge reset)
begin
    if(reset) x <= 7'd1;
    else if(next_state == RESULT && x == 7'd126) x <= 7'd1;
    else if(next_state == RESULT) x <= x + 7'd1;
end
always@(posedge clk or posedge reset)
begin
    if(reset) y <= 7'd1;
    else if(next_state == RESULT && x == 7'd126) y <= y + 7'd1;
end
always@(posedge clk or posedge reset)
begin
    if(reset) counter_G <= 4'd0;
    else if(next_state == READ_gp) counter_G <= counter_G + 4'd1;
    else if(current_state == RESULT) counter_G <= 4'd0;
end
always@(posedge clk or posedge reset)
begin
    if(reset) gc_addr <= 14'd129;
    else if(next_state == READ_gc) gc_addr <= {y,x};
end
always@(posedge clk or posedge reset)
begin
    if(reset) gray_req <= 1'd0;
    else if(next_state == READ_gc || next_state == READ_gp) gray_req <= 1'd1;
    else gray_req <= 1'd0;
end
always@(posedge clk or posedge reset)
begin
    if(reset) lbp_valid <= 1'd0;
    else if(next_state == RESULT) lbp_valid <= 1'd1;
    else lbp_valid <= 1'd0;
end
always@(posedge clk or posedge reset)
begin
    if(reset) finish <= 1'd0;
    else if(current_state == FINISH) finish <= 1'd1;
end
always@(posedge clk or posedge reset)
begin
    if(reset) gray_addr <= 14'd0;
    else if(next_state == READ_gc) gray_addr <= {y,x};
    else if(next_state == READ_gp)
    begin
        case(counter_G)
        4'd0: gray_addr <= g0_addr;
        4'd1: gray_addr <= g1_addr;
        4'd2: gray_addr <= g2_addr;
        4'd3: gray_addr <= g3_addr;
        4'd4: gray_addr <= g4_addr;
        4'd5: gray_addr <= g5_addr;
        4'd6: gray_addr <= g6_addr;
        4'd7: gray_addr <= g7_addr;
        endcase
    end
end
always@(posedge clk or posedge reset)
begin
    if(reset) lbp_addr <= 14'd0;
    else if(next_state == RESULT) lbp_addr <= gc_addr;
end
always@(posedge clk or posedge reset)
begin
    if(reset) 
    begin
        lbp_data <= 8'd0;
        gc_data <= 8'd0;
    end
    else if(current_state == READ_gc) gc_data <= gray_data;
    else if(current_state == READ_gp)
    begin
        if(gray_data>=gc_data) lbp_data <= lbp_data + (8'd1 << counter_G_cutOne);
    end
    else if(current_state == RESULT) lbp_data <= 8'd0;
end
endmodule
```
==> run notes <==
The tools report the post-CTS repair timing setup buffer count as 0. Yosys attributes the largest share of cell area to sky130_fd_sc_hd__dfrtp_1 41%, sky130_fd_sc_hd__ha_1 7.3%, sky130_fd_sc_hd__mux2_2 6.5%. The max-capacitance violation count was 0; the post-synthesis sequential element count was 84.

The number of flops mapped to enable cells by yosys was 0; the transition time at the pin with the least slew margin was 0.852 ns. The number of antenna diodes in the final layout is 0. Setup repair after global routing left no endpoint under its margin. Max-slew check failures listed in the final report amount to 0. In this run the count of I/O pins placed on the die edge is 50. Yosys stat counts 480 cells in the synthesized netlist. In the CTS report, the clock slew at the register clock pins of the worst setup and hold paths is listed as 0.09 ns.

The maximum clock skew at final layout is 0.0113 ns, and the summed standard-cell area reported by yosys is 4830 µm². The tools report the initial core utilization as 52.0%. The run gives 0 for the count of nets left with antenna violations after detail routing.

The run gives 84 for the clock sink count. The highest clock rate was 302 MHz; the post-synthesis to final-layout area growth was 15.4%. After synthesis, the most frequently instantiated cells are 79 x sky130_fd_sc_hd__dfrtp_1, 57 x sky130_fd_sc_hd__nand2_1, 37 x sky130_fd_sc_hd__o21ai_0.

The cell at the root of the clock tree was sky130_fd_sc_hd__clkbuf_8. At the end of routability-driven placement, the weighted congestion stood at 0.893. The highest ir drop seen on vdd is 0.000195 V, and the number of buffer cells added on primary ports is 49. The logs give 9 for the total clock buffers created by CTS and 0 ns for the setup TNS after final layout.

Synthesis instantiated 66 different standard cells from the library. The depth of the worst register-to-register path works out to 13. Looking at area per cell type in the netlist, the leader is sky130_fd_sc_hd__dfrtp_1. Top fanout value on the critical path: 10. According to the floorplan report, the die width is 100 µm. For the worst setup path, the data required time is 4.36 ns.

The detail-routed via count per cell was 5.68. In this run the power density over the cells is 277 nW/µm². Entering global routing, the biggest net connects 41 pins.

Of the available clock period, the critical path in the final layout requires 80.6%. The logs give 1 for the number of warnings issued by yosys and 10.2 mm for the routed wire length. The iteration count recorded for the first detailed-route pass is 5. Across all register-to-register paths, the minimum setup slack is 0.79 ns. The global-route wire length before repair was 17.2 mm. The number of DRC markers after the initial detailed-route iteration was 131; the worst path arrival time was 3.57 ns. The main flop type after synthesis was sky130_fd_sc_hd__dfrtp_1. The endpoint type of the worst setup path is a flop.

Most frequently used cell type in the post-synthesis netlist: sky130_fd_sc_hd__dfrtp_1. The capture point of the worst register-to-register path is recorded as lbp_data[6]$_DFFE_PP0P_. Summed over its instances, the top area cell type makes up 40.9% of the synthesized netlist area. The final report lists the setup-violating endpoint count as 0. The layout cell share with drive strength beyond 1 was 13.0%; the area of the core was 9280 µm². The final route contains 3702 vias.

Depth of the CTS H-tree: 3. OpenSTA lists the critical path startpoint as counter_G[0]$_DFFE_PP0P_. The run gives 652 as the final instance count without filler cells.

The launch point of the worst register-to-register path is recorded as counter_G[0]$_DFFE_PP0P_. The run gives 0.35 ns for the later-pin clock latency in the skew report. The count of hold buffers inserted by post-cts repair was 0; the via count of the first global-routing pass was 3476. The maximum root-to-sink buffer count was 2; the number of standard cells after synthesis was 480. The area of the die is 10100 µm², and the mean routed wirelength per cell is 15.7 µm. STA classifies the critical path startpoint as a flop. The logs give 0 for the number of antenna violations at the first check in global routing and 7.12 mm for the HPWL reported at the end of detailed placement. With the register share after synthesis at 43.7%, the fraction of registers with async set/reset is 100%. The logs give 0 for the remaining routing DRC violations and 0 for the post-cts gate resize count.

After layout, the minimum clock period comes to 3.31 ns. The run finished with clean final reports. Note that the worst hold path type here is reg -> reg. Global routing finished with a remaining overflow of 0. Per STA, the endpoint of the critical path is lbp_data[6]$_DFFE_PP0P_. Per the placement report, the placed cell count is 636. For this design the static power due to leakage is 2.44 nW. TritonCTS built the clock tree. The worst setup path is of the reg -> reg kind. Global routing used 22.5% of the available tracks. The run gives 100 µm for the y dimension of the die.

For the relative max-transition margin, the log shows 42.3%. In this run the mean area of a mapped cell was 10.1 µm². The standard-cell row count is 35, and the combined area of all synthesized cells is 4830 µm².

The final hold violation count recorded for this run is 0. The stage-log warning count came out at 36.
## state kept, by name, indices dropped and copies added (netlist names)
register       flops
gc_addr           14
gray_addr         14
lbp_addr          14
gc_data            8
lbp_data           8
x                  7
y                  7
current_state      5
counter_G          4
finish             1
gray_req           1
lbp_valid          1
## report_power, final
group / switching (mW) / internal (mW) / leakage, nW
Combinational: 0.0463 / 0.0438 / 1.31
Clock: 0.305 / 0.299 / 0.0918
Sequential: 0.0101 / 0.840 / 1.04
Total: 0.361 / 1.18 / 2.44
## cells in the final DEF (no fill, tap or decap), types with 3 or more instances in the layout
master and n:
sky130_fd_sc_hd__dfrtp_1 79, sky130_fd_sc_hd__nand2_1 57, sky130_fd_sc_hd__clkdlybuf4s50_1 49, sky130_fd_sc_hd__o21ai_0 37, sky130_fd_sc_hd__mux2_2 28, sky130_fd_sc_hd__ha_1 28
sky130_fd_sc_hd__inv_1 26, sky130_fd_sc_hd__nor2_1 21, sky130_fd_sc_hd__a21oi_1 17, sky130_fd_sc_hd__nand3_1 15, sky130_fd_sc_hd__nor3_1 11, sky130_fd_sc_hd__xnor2_1 10
sky130_fd_sc_hd__clkbuf_8 10, sky130_fd_sc_hd__and2_1 9, sky130_fd_sc_hd__o211ai_1 8, sky130_fd_sc_hd__a221o_1 7, sky130_fd_sc_hd__and3_1 6, sky130_fd_sc_hd__o31ai_1 6
sky130_fd_sc_hd__a21o_1 5, sky130_fd_sc_hd__a221oi_1 5, sky130_fd_sc_hd__a211oi_1 5, sky130_fd_sc_hd__o22ai_1 5, sky130_fd_sc_hd__dfstp_2 5, sky130_fd_sc_hd__buf_4 5
sky130_fd_sc_hd__nand4_1 3, sky130_fd_sc_hd__or3_1 3, sky130_fd_sc_hd__a211o_1 3, sky130_fd_sc_hd__nor4_1 3, sky130_fd_sc_hd__xor2_1 3, sky130_fd_sc_hd__o221ai_1 3
sky130_fd_sc_hd__clkinvlp_4 3
## logic make-up after synthesis
group | count (synthesis) | synth area share [%]
AOI/OAI and AO/OA | 126 | 18.8
xor gates and xnor gates | 13 | 2.36
adders and majority gates | 29 | 7.67
buffers and inverters | 54 | 5.16
DFF | 84 | 43.7
muxes | 30 | 6.94
and+or+nand+nor | 144 | 15.4
## layout make-up
type	count	area, µm²
Timing Repair Buffer	54	528
Fill cell	773	3710
Multi-Input combinational cell	342	2470
Clock inverter	5	61.3
Inverter	27	103
Clock buffer	11	141
Tap cell	129	161
Sequential cell	84	2110
## metal layers
| metal | share of wire [%] | routed length [µm] | global-route usage (%) |
|---|---|---|---|
| met5 | 0 | 0 | 0 |
| met4 | 2.5 | 259 | 5.13 |
| met3 | 3.9 | 399 | 3.90 |
| met2 | 48 | 4890 | 35.2 |
| met1 | 46 | 4680 | 34.3 |
## worst max-delay path, stage by stage (launching register included)
cell and delay (ns):
sky130_fd_sc_hd__dfrtp_1 0.49, sky130_fd_sc_hd__inv_1 0.17, sky130_fd_sc_hd__ha_1 0.42, sky130_fd_sc_hd__mux2i_1 0.24, sky130_fd_sc_hd__o22ai_1 0.14, sky130_fd_sc_hd__and2_1 0.20, sky130_fd_sc_hd__ha_1 0.20, sky130_fd_sc_hd__fa_1 0.41
sky130_fd_sc_hd__a21o_1 0.18, sky130_fd_sc_hd__a21oi_1 0.23, sky130_fd_sc_hd__o21bai_1 0.09, sky130_fd_sc_hd__a21oi_1 0.17, sky130_fd_sc_hd__xor2_1 0.08, sky130_fd_sc_hd__o31ai_1 0.19
## metrics by stage
| step | setup slack (ns) | area, µm² | util, % | power, mW | hold WS (ns) |
|---|---|---|---|---|---|
| after floorplan | 1.12 | 4830 | - | 0.913 | 0.413 |
| after global placement | 0.969 | 5370 | 57.9 | 0.959 | 0.462 |
| after detailed placement | 0.849 | 5370 | 57.9 | 0.959 | 0.464 |
| after CTS | 0.809 | 5570 | 60.0 | 1.57 | 0.488 |
| after global routing | 0.476 | 5570 | 60.0 | 1.62 | 0.514 |
| final | 0.794 | 5570 | 60.0 | 1.54 | 0.481 |
## worst min path at each step
stage,from,end,slack [ns],cells past startpoint
5_1_grt,gray_addr[8]$_DFFE_PP0P_,gray_addr[8]$_DFFE_PP0P_,0.51,2
4_1_cts,finish$_DFFE_PP0P_,finish$_DFFE_PP0P_,0.49,1
6_report,finish$_DFFE_PP0P_,finish$_DFFE_PP0P_,0.48,1
Power is estimated from default activity; no workload was simulated.
